--- flow/design.v ---
module traffic_light_controller (
    input clock,  
    output reg red, yellow, green  
);
parameter ST_INIT=2'b00, ST_GREEN=2'b01, ST_YELLOW=2'b10, ST_RED=2'b11;
reg [1:0] state=ST_INIT;
  always @(posedge clock) begin
    case (state)
            ST_INIT: begin
                state = ST_GREEN; red = 0;
                yellow = 0; green = 0;
            end
            ST_GREEN: begin
                state = ST_YELLOW; red = 0;
                yellow = 0; green = 1;
            end
            ST_YELLOW: begin
                state = ST_RED; red = 0;
                yellow = 1; green = 0;
            end
            ST_RED: begin
                state = ST_GREEN; red= 1;
                yellow = 0; green = 0;
            end
            default: state = ST_INIT;
    endcase
end
endmodule
--- flow/run.sh ---
#!/bin/bash
# OpenROAD 26Q1-2900-gdf79404cd8, Yosys 0.63+post, stock flow scripts
make -C /OpenROAD-flow-scripts/flow DESIGN_CONFIG=/design/flow/config.mk WORK_HOME=/design/flow/orfs finish
--- flow/config.mk ---
export PLATFORM = sky130hd
export DESIGN_NAME = traffic_light_controller
export DESIGN_NICKNAME = traffic_light_controller
export VERILOG_FILES = /design/flow/design.v
export SDC_FILE = /design/flow/constraint.sdc
export NUM_CORES = 4
export LEC_CHECK = 1
export CORE_AREA = 10 10 70 70
export DIE_AREA = 0 0 80 80
--- flow/constraint.sdc ---
current_design traffic_light_controller

set clk_period 1.2
set clk_io_pct 0.2

create_clock -name clk0 -period $clk_period [get_ports {clock}]

set non_clock_inputs [all_inputs -no_clocks]
set_input_delay [expr $clk_period * $clk_io_pct] -clock clk0 $non_clock_inputs
set_output_delay [expr $clk_period * $clk_io_pct] -clock clk0 [all_outputs]
==> Changelog: implementation <==
### Physical design

* Max Transition Viols Final at 0
* Row count at 21
* Yosys cell count at 13
* Finish-stage setup viols at 0
* Vias in the first global route at ~110
* Largest net degree at the start of global routing at 5
* Crit-path cells: dlygate4sd2_1
* Post_cts resized at 3
* Status: completed
* Clock transition at the registers of the reported paths at 0.04 ns
* Fin Hold WS at approximately 0.52 ns
* Routed len/inst at 3.95 um
* Clk root buf: clkbuf_4
* R2r setup slk at 0.37 ns
* Top cell area share at approximately three fifths
* Die area at 0.00640 sq mm
* Area added between synthesis and finish at 66.7%
* Core outline area at between 0.003 and 0.004 sq mm
* Final HPWL DP at approximately 190 um
* Commonest flop: dfxtp_1
* Share of post-route cells with drive strength above 1 at 15.0%
* Startpoint Class: register
* Async S/R FF share, synth at 0%
* Post-Synthesis Cells at 13
* Leak at 0.127 nW
* Clock buffer depth at 2
* Sequential share of the synthesized area at 60.6%
* Post-synth EDFFs at 0
* Routed Antenna Nets at 0
* Num ports at 4
* DRT Pass-1 Iters at 2
* Sink Count at 5
* Routed via count at 93
* Clk_skew at 0.000596 ns
* Pre-CTS WS at 0.208 ns
* Yosys chip area at 165 sq um
* Late-Pin Clk Latency at 0.24 ns
* Gr ovfl total at 0
* CP arrival at 0.76 ns
* Critical Path Source: yellow
* Vias/cell at approximately 1.4
* Initial antenna violation count at 0
* Req. time, crit path at 0.96 ns
* Netlist cell types at 3
* Post-Syn Area at ~170 sq um
* Crit-path slowest cell: dfxtp_1
* Synth top cells by count: dfxtp_1 (5), ha_1 (4), inv_1 (4)
* Post-CTS setup buffer count at 0
* Most common cell in the netlist: dfxtp_1
* Die Wd at 80 um
* # diodes at 0
* CTS tree: built
* Drt total wl at 261 um
* Fmax at 1000 MHz
* Hold_sp: state[1]
* DRC Markers at 0
* Gr usage total at under 10%
* Unrepaired setup endpoints after global routing: no
* GP Congestion at just over 0.6
* H-tree depth at 1
* Synth area leader: dfxtp_1
* Crit path max fanout at 1
* Synth top area cells: dfxtp_1 (61%), ha_1 (30%), inv_1 (9.1%)
* Die height at 80 um
* Relative slew slack at 90.7%
* Peak supply drop at 0.195 mV
* Yosys warns at 1
* Bufs and invs on worst path at 1
* Maximum Capacitance Violations at 0
* Worst-margin pin slew at approximately 0.14 ns
* Launching point of the worst reg2reg path: state[0]
* Input/output buffers at 3
* Hold-fix buffers, CTS at 0
* Crit Path Class: reg -> out
* TNS Setup at 0 ns
* CTS Buf Count at 3
* FP Core Util at 4.84%
* Tool warning count at 28
* Flops after synth at 5
* Initial detailed-routing violation count at 1
* CP Capture Type: output port
* Delay-heaviest family, CP: flip-flops
* Max incr delay on CP at about 0.29 ns
* First-pass GRT wire length at 414 um
* Worst setup margin at 0.201 ns
* Hold Vio Cnt, Final at 0
* Syn_area_per_cell at between 10 and 15 sq um
* Hold Path Class: reg -> reg
* Power Density at 1310 mW/mm^2
* Crit share post-route at 83.2%
* Minimum clock period at 0.999 ns
[final timing paths]
check                   to  cells after the start
setup / recovery    yellow                      1
hold / removal      yellow                      1
setup reg to reg  state[1]                      3
hold reg to reg     yellow                      1
[layout make-up]
class                      instances  area, sq um
multi-input combinational          4         50.0
tap                               46         57.6
inverter                           4         15.0
sequential                         5          100
fill                             405         3140
timing repair buffer               3         26.3
clock buffer                       4         26.3
[state kept, by name (all words and copies together) (netlist names)]
| register | flops |
|---|---|
| green | 1 |
| red | 1 |
| state | 2 |
| yellow | 1 |
[kinds of logic after synthesis]
family,after synthesis,synth area share [%]
fa+ha+maj,4,30.3
flops,5,60.6
buf+inv,4,9.09
[per-layer routing]
metal  track usage [%]  share of wire [%]
met5                 0                  0
met4             0.352                  0
met3              2.61                 42
met2             0.803                 25
met1             0.600                 33
[cells in the final DEF (no fill, tap or decap)]
cell type,instances
dlygate4sd2_1,3
inv_1,4
dfxtp_1,5
clkbuf_1,1
ha_1,4
clkbuf_4,3
[report_power, final]
| group | internal [mW] | switching (mW) | leakage, nW |
|---|---|---|---|
| clock | 0.126 | 0.0670 | 0.0150 |
| combinational | 0 | 0 | 0.0718 |
| sequential | 0.167 | 0 | 0.0402 |
| total | 0.292 | 0.0670 | 0.127 |
[metrics by stage]
step	total power [mW]	utilization [%]	area (sq um)	std cells
2_1_floorplan	0.170	-	165	13
3_5_place_dp	0.170	7.40	253	62
3_3_place_gp	0.170	7.40	253	62
4_1_cts	0.371	8.06	275	66
6_report	0.359	8.06	275	66
5_1_grt	0.392	8.06	275	66
Power figures rest on the tool's default switching activity, not on a simulated workload.

--- /design/flow/config.mk ---
export PLATFORM = sky130hd
export DESIGN_NAME = sequence_detector
export DESIGN_NICKNAME = sequence_detector
export VERILOG_FILES = /design/flow/design.v
export SDC_FILE = /design/flow/constraint.sdc
export NUM_CORES = 4
export LEC_CHECK = 1
export CORE_AREA = 10 10 70 70
export DIE_AREA = 0 0 80 80
--- /design/flow/design.v ---
    module sequence_detector (
        input clock,
        input [3:0] number,  
        output reg pattern  
    );
    parameter ST_ONE = 2'b00, ST_ZERO = 2'b01, ST_NINE = 2'b10, ST_FOUR = 2'b11;
    reg [1:0] state = ST_ONE;
    initial begin  
        pattern = 0;
    end
    always @(posedge clock) begin
        pattern = 0;
        case (state)
				ST_ONE: begin
					if (number == 1)
					      state = ST_ZERO;  
					else 
							state = ST_ONE;
					end
				ST_ZERO: begin
					if (number == 0)
							state = ST_NINE;
					else
							state = ST_ONE;
					end
				ST_NINE: begin
					if (number == 9)
							state = ST_FOUR;
					else
							state = ST_ONE;
					end
				ST_FOUR: begin
					if (number == 4) begin
							pattern = 1;
							state = ST_ONE;
					end	
					else
							state = ST_ONE;
				end
				default: state = ST_ONE;
        endcase
    end
    endmodule
--- /design/flow/constraint.sdc ---
current_design sequence_detector

set clk_period 2.1
set clk_io_pct 0.2

create_clock -name clk0 -period $clk_period [get_ports {clock}]

set non_clock_inputs [all_inputs -no_clocks]
set_input_delay [expr $clk_period * $clk_io_pct] -clock clk0 $non_clock_inputs
set_output_delay [expr $clk_period * $clk_io_pct] -clock clk0 [all_outputs]
--- /design/flow/run.sh ---
#!/bin/bash
# OpenROAD 26Q1-2900-gdf79404cd8, Yosys 0.63+post, stock flow scripts
make -C /OpenROAD-flow-scripts/flow DESIGN_CONFIG=/design/flow/config.mk WORK_HOME=/design/flow/orfs finish
==> results.sh <==
# flow metrics
export IMPL_avgSynthCellArea_um2=11.72
export IMPL_slew_headroom_pct=80.82
export IMPL_worst_setup_path_type="in2reg"
export IMPL_via_per_inst=1.985
export IMPL_setup_viol_count_final=0
export IMPL_numCtsBuffers=3
export IMPL_diodes=0
export IMPL_whs_ns=0.5384
export IMPL_slew_violations=0
export IMPL_status="finished, final reports clean"
export IMPL_area_growth_pct=103.9
export IMPL_log_warning_count=25
export IMPL_yosysTopAreaCellShare_pct=46.60
export IMPL_max_slew_worst_pin_slew_ns=0.2838
export IMPL_cap_violations=0
export IMPL_start_kind="input pin"
export IMPL_die_h_um=80
export IMPL_cts_resized=0
export IMPL_r2r_end="state[1]"
export IMPL_first_pass_iters=4
export IMPL_cp_cell_sequence="clkdlybuf4s50_1 -> or4b_1 -> a211oi_2"
export IMPL_total_power_uw=176.5
export IMPL_ios=6
export IMPL_hold_path_class="reg2reg"
export IMPL_clk_pin_slew_ns=0.04
export IMPL_max_freq_mhz=682.2
export IMPL_drt_iter0_markers=5
export IMPL_ys_seq_share_pct=46.60
export IMPL_setup_tns_ns=0
export IMPL_hold_viol_final=0
export IMPL_core_um2=3416
export IMPL_die_width_um=80
export IMPL_rows=21
export IMPL_clk_latency_ns=0.24
export IMPL_power_leakage_uw=0.00007768
export IMPL_timing_final_crit_share_pct=69.80
export IMPL_yosys_area_um2=128.9
export IMPL_ys_cells=11
export IMPL_finClkSkew_ns=0.005256
export IMPL_finalWirelength_um=368
export IMPL_wire_per_inst_um=5.576
export IMPL_critPathMaxFanout=4
export IMPL_r2r_slack_ns=0.93
export IMPL_critPathRequiredTime_ns=2.26
export IMPL_slowest_stage="or4b_1"
export IMPL_vias=131
export IMPL_clock_sinks=3
export IMPL_crit_arrival_ns=1.63
export IMPL_fp_util_pct=3.773
export IMPL_grt_start_max_net_pins=5
export IMPL_syn_cell_area_um2=128.9
export IMPL_rr_startpoint="state[1]"
export IMPL_final_antenna_net_count=0
export IMPL_power_per_cell_area_nw_per_um2=671.8
export IMPL_crit_end="state[1]"
export IMPL_r2r_cells=2
export IMPL_max_clock_path_buffers=2
export IMPL_gp_congestion=0.5740
export IMPL_grt_first_pass_wirelength_um=565
export IMPL_cts_setup_buffers=0
export IMPL_timing_final_crit_period_ns=1.466
export IMPL_port_buffers=5
export IMPL_grt_use_total_pct=1.157
export IMPL_yosys_warnings=1
export IMPL_max_stage_delay_ns=0.53
export IMPL_ys_ff=3
export IMPL_rsz0062_at_grt="false"
export IMPL_drive_gt1_share_pct=25.00
export IMPL_htree_levels=1
export IMPL_worst_slack_ns=0.6341
export IMPL_ctsHoldBuffers=0
export IMPL_drc=0
export IMPL_ir_drop_uv=277.0
export IMPL_cts_root_buffer="clkbuf_4"
export IMPL_grt_remaining_overflow=0
export IMPL_endpoint_kind="flip-flop"
export IMPL_cts_tree="yes"
export IMPL_yosys_area_top_type="dfxtp_1"
export IMPL_pre_cts_ws_ns=0.3956
export IMPL_ys_types=9
export IMPL_grt_antenna_before_repair=0
export IMPL_syn_inst=11
export IMPL_die_area_um2=6400
export IMPL_startpoint="number[0]"
export IMPL_grt_pass1_vias=127
export IMPL_area_leaders="dfxtp_1, a211oi_2, or4b_1"
## per-layer routing
metal  GRT usage, %  wire length [um]  vias to the layer above
met3          1.364                55                        0
met2          1.124               105                       13
li1               -                 -                       61
met4         0.1761                 0                        0
met1          1.527               207                       57
met5              0                 0                        -
## Yosys cell counts
library cell and count:
a211oi_2 1, and3_2 1, dfxtp_1 3, nand2b_1 1
nand4b_1 1, nor4_1 1, nor4b_1 1, or4b_1 1
xor2_1 1
## sequential cells by signal (all words and copies together), names as in the netlist
register	count
pattern	1
state	2
## placed cells by master, fill, tap and decap left out
cell type,n
a211oi_2,1
and3_2,1
clkbuf_1,1
clkbuf_4,3
clkdlybuf4s50_1,5
dfxtp_1,3
nand2b_1,1
nand4b_1,1
nor4_1,1
nor4b_1,1
or4b_1,1
xor2_1,1
## report_power, final
group,internal (uW),switching [uW]
combinational,8.48,4.97
sequential,57.9,0.449
clock,71.4,33.3
total,138,38.7
## worst max-delay path, delay by kind of cell
family | cells | cell delay, ns
AND/OR/NAND/NOR | 1 | 0.53
AND-OR/OR-AND | 1 | 0.22
buffers and inverters | 1 | 0.46
## area by class of cell
| type | instances | area [um2] |
|---|---|---|
| Fill cell | 417 | 3153 |
| Clock buffer | 4 | 26.28 |
| Timing Repair Buffer | 5 | 50.05 |
| Tap cell | 46 | 57.56 |
| Multi-Input combinational cell | 8 | 68.82 |
| Sequential cell | 3 | 60.06 |
## stage by stage
stage / instances / instance area [um2] / utilization (%)
5_1_grt: 66 / 262.8 / 7.692
3_5_place_dp: 62 / 236.5 / 6.923
2_1_floorplan: 11 / 128.9 / -
6_report: 66 / 262.8 / 7.692
3_3_place_gp: 62 / 236.5 / 6.923
4_1_cts: 66 / 262.8 / 7.692
## worst min path at each step
| stage | from | to | slack, ns | depth (start not counted) |
|---|---|---|---|---|
| finish | state[0] | pattern | 0.54 | 1 |
| global route | state[0] | pattern | 0.55 | 1 |
| CTS | state[0] | pattern | 0.53 | 1 |
## logic make-up after synthesis
kind of cell | share of synthesized area (%)
xor+xnor | 6.797
simple gates | 36.90
compound gates | 9.707
flops | 46.60
